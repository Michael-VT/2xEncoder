==> flow/design.v <==
module ds18b20_drive(
  input         clk,                   
  input         rst_n,                  
  inout         one_wire,              
  output [15:0] temperature   );          
reg [5:0] cnt;                        
always @ (posedge clk, negedge rst_n)
  if (!rst_n)
    cnt <= 0;
  else
    if (cnt == 49)
      cnt <= 0;
    else
      cnt <= cnt + 1'b1;
reg clk_1us;                            
always @ (posedge clk, negedge rst_n)
  if (!rst_n)
    clk_1us <= 0;
  else
    if (cnt <= 24)                     
      clk_1us <= 0;
    else
      clk_1us <= 1;      
reg [19:0] cnt_1us;                      
reg cnt_1us_clear;                      
always @ (posedge clk_1us)
  if (cnt_1us_clear)
    cnt_1us <= 0;
  else
    cnt_1us <= cnt_1us + 1'b1;
parameter S00     = 5'h00;
parameter S0      = 5'h01;
parameter S1      = 5'h03;
parameter S2      = 5'h02;
parameter S3      = 5'h06;
parameter S4      = 5'h07;
parameter S5      = 5'h05;
parameter S6      = 5'h04;
parameter S7      = 5'h0C;
parameter WRITE0  = 5'h0D;
parameter WRITE1  = 5'h0F;
parameter WRITE00 = 5'h0E;
parameter WRITE01 = 5'h0A;
parameter READ0   = 5'h0B;
parameter READ1   = 5'h09;
parameter READ2   = 5'h08;
parameter READ3   = 5'h18;
reg [4:0] state;                     
reg one_wire_buf;                     
reg [15:0] temperature_buf;           
reg [5:0] step;                        
reg [3:0] bit_valid;                  
always @(posedge clk_1us, negedge rst_n)
begin
  if (!rst_n)
  begin
    one_wire_buf <= 1'bZ;
    step         <= 0;
    state        <= S00;
  end
  else
  begin
    case (state)
      S00 : begin              
              temperature_buf <= 16'h001F;
              state           <= S0;
            end
      S0 :  begin                       
              cnt_1us_clear <= 1;
              one_wire_buf  <= 0;              
              state         <= S1;
            end
      S1 :  begin
              cnt_1us_clear <= 0;
              if (cnt_1us == 500)        
              begin
                cnt_1us_clear <= 1;
                one_wire_buf  <= 1'bZ;  
                state         <= S2;
              end 
            end
      S2 :  begin
              cnt_1us_clear <= 0;
              if (cnt_1us == 100)        
              begin
                cnt_1us_clear <= 1;
                state         <= S3;
              end 
            end
      S3 :  if (~one_wire)             
              state <= S4;
            else if (one_wire)       
              state <= S0;
      S4 :  begin
              cnt_1us_clear <= 0;
              if (cnt_1us == 400)         
              begin
                cnt_1us_clear <= 1;
                state         <= S5;
              end 
            end        
      S5 :  begin                   
              if      (step == 0)      
              begin
                step  <= step + 1'b1;
                state <= WRITE0;
              end
              else if (step == 1)
              begin
                step  <= step + 1'b1;
                state <= WRITE0;
              end
              else if (step == 2)
              begin                
                one_wire_buf <= 0;
                step         <= step + 1'b1;
                state        <= WRITE01; 
              end
              else if (step == 3)
              begin
                one_wire_buf <= 0;
                step         <= step + 1'b1;
                state        <= WRITE01;                
              end
              else if (step == 4)
              begin
                step  <= step + 1'b1;
                state <= WRITE0;
              end
              else if (step == 5)
              begin
                step  <= step + 1'b1;
                state <= WRITE0;
              end
              else if (step == 6)
              begin
                one_wire_buf <= 0;
                step         <= step + 1'b1;
                state        <= WRITE01;
              end
              else if (step == 7)
              begin
                one_wire_buf <= 0;
                step         <= step + 1'b1;
                state        <= WRITE01;
              end
              else if (step == 8)      
              begin
                step  <= step + 1'b1;
                state <= WRITE0;
              end
              else if (step == 9)
              begin
                step  <= step + 1'b1;
                state <= WRITE0;
              end
              else if (step == 10)
              begin
                one_wire_buf <= 0;
                step         <= step + 1'b1;
                state        <= WRITE01;
              end
              else if (step == 11)
              begin
                step  <= step + 1'b1;
                state <= WRITE0;
              end
              else if (step == 12)
              begin
                step  <= step + 1'b1;
                state <= WRITE0;
              end
              else if (step == 13)
              begin
                step  <= step + 1'b1;
                state <= WRITE0;
              end
              else if (step == 14)
              begin
                one_wire_buf <= 0;
                step         <= step + 1'b1;
                state        <= WRITE01;
              end
              else if (step == 15)
              begin
                step  <= step + 1'b1;
                state <= WRITE0;
              end
              else if (step == 16)
              begin
                one_wire_buf <= 1'bZ;
                step         <= step + 1'b1;
                state        <= S6;                
              end
              else if (step == 17)
              begin
                step  <= step + 1'b1;
                state <= WRITE0;
              end
              else if (step == 18)
              begin
                step  <= step + 1'b1;
                state <= WRITE0;
              end
              else if (step == 19)
              begin
                one_wire_buf <= 0;
                step         <= step + 1'b1;
                state        <= WRITE01;                
              end
              else if (step == 20)
              begin
                step  <= step + 1'b1;
                state <= WRITE01;
                one_wire_buf <= 0;
              end
              else if (step == 21)
              begin
                step  <= step + 1'b1;
                state <= WRITE0;
              end
              else if (step == 22)
              begin
                step  <= step + 1'b1;
                state <= WRITE0;
              end
              else if (step == 23)
              begin
                one_wire_buf <= 0;
                step         <= step + 1'b1;
                state        <= WRITE01;
              end
              else if (step == 24)
              begin
                one_wire_buf <= 0;
                step         <= step + 1'b1;
                state        <= WRITE01;               
              end
              else if (step == 25)     
              begin
                step  <= step + 1'b1;
                state <= WRITE0;
              end
              else if (step == 26)
              begin
                one_wire_buf <= 0;
                step         <= step + 1'b1;
                state        <= WRITE01;                
              end
              else if (step == 27)
              begin
                one_wire_buf <= 0;
                step         <= step + 1'b1;
                state        <= WRITE01;                
              end
              else if (step == 28)
              begin
                one_wire_buf <= 0;
                step         <= step + 1'b1;
                state        <= WRITE01;                
              end
              else if (step == 29)
              begin
                one_wire_buf <= 0;
                step         <= step + 1'b1;
                state        <= WRITE01;
              end
              else if (step == 30)
              begin
                one_wire_buf <= 0;
                step         <= step + 1'b1;
                state        <= WRITE01;
              end
              else if (step == 31)
              begin
                step  <= step + 1'b1;
                state <= WRITE0;
              end
              else if (step == 32)
              begin
                one_wire_buf <= 0;
                step         <= step + 1'b1;
                state        <= WRITE01;
              end
              else if (step == 33)
              begin
                step  <= step + 1'b1;
                state <= S7;
              end 
            end
      S6 :  begin
              cnt_1us_clear <= 0;
              if (cnt_1us == 750000 | one_wire)    
              begin
                cnt_1us_clear <= 1;
                state         <= S0;   
              end 
            end
      S7 :  begin                     
              if      (step == 34)
              begin
                bit_valid    <= 0;
                one_wire_buf <= 0;
                step         <= step + 1'b1;
                state        <= READ0;
              end
              else if (step == 35)
              begin
                bit_valid    <= bit_valid + 1'b1;
                one_wire_buf <= 0;
                step         <= step + 1'b1;
                state        <= READ0;
              end
              else if (step == 36)
              begin
                bit_valid    <= bit_valid + 1'b1;
                one_wire_buf <= 0;
                step         <= step + 1'b1;
                state        <= READ0;
              end
              else if (step == 37)
              begin
                bit_valid    <= bit_valid + 1'b1;
                one_wire_buf <= 0;
                step         <= step + 1'b1;
                state        <= READ0;               
              end
              else if (step == 38)
              begin
                bit_valid    <= bit_valid + 1'b1;
                one_wire_buf <= 0;
                step         <= step + 1'b1;
                state        <= READ0;                
              end
              else if (step == 39)
              begin
                bit_valid    <= bit_valid + 1'b1;
                one_wire_buf <= 0;
                step         <= step + 1'b1;
                state        <= READ0;               
              end
              else if (step == 40)
              begin
                bit_valid    <= bit_valid + 1'b1;
                one_wire_buf <= 0;
                step         <= step + 1'b1;
                state        <= READ0;                
              end
              else if (step == 41)
              begin
                bit_valid    <= bit_valid + 1'b1;
                one_wire_buf <= 0;
                step         <= step + 1'b1;
                state        <= READ0;
              end
              else if (step == 42)
              begin
                bit_valid    <= bit_valid + 1'b1;
                one_wire_buf <= 0;
                step         <= step + 1'b1;
                state        <= READ0;                
              end
              else if (step == 43)
              begin
                bit_valid    <= bit_valid + 1'b1;
                one_wire_buf <= 0;
                step         <= step + 1'b1;
                state        <= READ0;
              end
              else if (step == 44)
              begin
                bit_valid    <= bit_valid + 1'b1;
                one_wire_buf <= 0;
                step         <= step + 1'b1;
                state        <= READ0;                
              end
              else if (step == 45)
              begin
                bit_valid    <= bit_valid + 1'b1;
                one_wire_buf <= 0;
                step         <= step + 1'b1;
                state        <= READ0;                
              end
              else if (step == 46)
              begin
                bit_valid    <= bit_valid + 1'b1;
                one_wire_buf <= 0;
                step         <= step + 1'b1;
                state        <= READ0;                
              end
              else if (step == 47)
              begin
                bit_valid    <= bit_valid + 1'b1;
                one_wire_buf <= 0;
                step         <= step + 1'b1;
                state        <= READ0;                
              end
              else if (step == 48)
              begin
                bit_valid    <= bit_valid + 1'b1;
                one_wire_buf <= 0;
                step         <= step + 1'b1;
                state        <= READ0;                
              end
              else if (step == 49)
              begin
                bit_valid    <= bit_valid + 1'b1;
                one_wire_buf <= 0;
                step         <= step + 1'b1;
                state        <= READ0;                
              end
              else if (step == 50)
              begin
                step  <= 0;
                state <= S0;
              end 
            end            
      WRITE0 :
            begin
              cnt_1us_clear <= 0;
              one_wire_buf  <= 0;                 
              if (cnt_1us == 80)        
              begin
                cnt_1us_clear <= 1;
                one_wire_buf  <= 1'bZ;            
                state         <= WRITE00;
              end 
            end
      WRITE00 :                       
              state <= S5;
      WRITE01 :                       
              state <= WRITE1;
      WRITE1 :
            begin
              cnt_1us_clear <= 0;
              one_wire_buf  <= 1'bZ;   
              if (cnt_1us == 80)        
              begin
                cnt_1us_clear <= 1;
                state         <= S5;
              end 
            end
      READ0 : state <= READ1;          
      READ1 :
            begin
              cnt_1us_clear <= 0;
              one_wire_buf  <= 1'bZ;   
              if (cnt_1us == 10)       
              begin
                cnt_1us_clear <= 1;
                state         <= READ2;
              end 
            end
      READ2 :                          
            begin
              temperature_buf[bit_valid] <= one_wire;
              state                      <= READ3;
            end
      READ3 :
            begin
              cnt_1us_clear <= 0;
              if (cnt_1us == 55)       
              begin
                cnt_1us_clear <= 1;
                state         <= S7;
              end 
            end
      default : state <= S00;
    endcase 
  end 
end 
assign one_wire = one_wire_buf;         
wire [15:0] t_buf = temperature_buf & 16'h07FF;
assign temperature[3:0]   = (t_buf[3:0] * 10) >> 4;
assign temperature[7:4]   = (((t_buf[7:4] * 10) >> 4) >= 4'd10) ? (((t_buf[7:4] * 10) >> 4) - 'd10) : ((t_buf[7:4] * 10) >> 4);
assign temperature[11:8]  = (((t_buf[7:4] * 10) >> 4) >= 4'd10) ? (((t_buf[11:8] * 10) >> 4) + 'd1) + 'd2 : ((t_buf[11:8] * 10) >> 4) + 'd2;
assign temperature[15:12] = temperature_buf[12] ? 1 : 0;
endmodule
module ds18b20_seg7(
  input        CLOCK_50,               
  input        Q_KEY,                  
  inout        DS18B20,
  output [7:0] SEG7_SEG,               
  output [3:0] SEG7_SEL                
);
wire [15:0] t_buf;
ds18b20_drive ds18b20_u0(
  .clk(CLOCK_50),
  .rst_n(Q_KEY),
  .one_wire(DS18B20),
  .temperature(t_buf)
);
seg_dynamic_drive seg7_u0(
  .clk         (CLOCK_50),
  .data       	({t_buf[11:8],t_buf[7:4],t_buf[3:0],4'h0}),
  .dp    		(4'b1011),
  .SEG       	(SEG7_SEG),
  .SEG_S     	(SEG7_SEL)
);
endmodule
module seg_dynamic_drive(
input		clk,
input [15:0] data,	
input  [3:0] dp,		
output reg [3:0] SEG_S,		
output reg [7:0] SEG	
);
reg [16:0] cnt;
always @ (posedge clk)	
	cnt <= cnt + 1'b1; 
reg [3:0] HEX;				
always  @ (posedge clk)
begin
	case(cnt[16:15])		
		2'b00 : HEX <= data[3:0];
		2'b01 : HEX <= data[7:4];
		2'b10 : HEX <= data[11:8]; 
		2'b11 : HEX <= data[15:12];
		default : ;
	endcase
end
always  @ (posedge clk)	
begin
	case(cnt[16:15])
		2'b00 : SEG_S <= 4'b0001;
		2'b01 : SEG_S <= 4'b0010;
		2'b10 : SEG_S <= 4'b0100;
		2'b11 : SEG_S <= 4'b1000;
		default : ;
	endcase
end
always  @ (posedge clk)
begin
	case(cnt[16:15])
		2'b00 : SEG[7] <= dp[0];
		2'b01 : SEG[7] <= dp[1];
		2'b10 : SEG[7] <= dp[2];
		2'b11 : SEG[7] <= dp[3];
		default : ;
	endcase
end
always @ (HEX)
begin
	case(HEX)
      4'h0: SEG[6:0] <= 7'b1000000;     
      4'h1: SEG[6:0] <= 7'b1111001;
      4'h2: SEG[6:0] <= 7'b0100100;
      4'h3: SEG[6:0] <= 7'b0110000;
      4'h4: SEG[6:0] <= 7'b0011001;
      4'h5: SEG[6:0] <= 7'b0010010;
      4'h6: SEG[6:0] <= 7'b0000010;
      4'h7: SEG[6:0] <= 7'b1111000;
      4'h8: SEG[6:0] <= 7'b0000000;
      4'h9: SEG[6:0] <= 7'b0010000;
      4'hA: SEG[6:0] <= 7'b0001000;
      4'hB: SEG[6:0] <= 7'b0000011;
      4'hC: SEG[6:0] <= 7'b1000110;
      4'hD: SEG[6:0] <= 7'b0100001;
      4'hE: SEG[6:0] <= 7'b0000110;
      4'hF: SEG[6:0] <= 7'b0001110;
      default: ;
    endcase
end
endmodule
==> flow/run.sh <==
#!/bin/bash
# OpenROAD 26Q1-2900-gdf79404cd8, Yosys 0.63+post, stock flow scripts
make -C /OpenROAD-flow-scripts/flow DESIGN_CONFIG=/design/flow/config.mk WORK_HOME=/design/flow/orfs finish
==> flow/config.mk <==
export PLATFORM = sky130hd
export DESIGN_NAME = ds18b20_seg7
export DESIGN_NICKNAME = ds18b20_seg7
export VERILOG_FILES = /design/flow/design.v
export SDC_FILE = /design/flow/constraint.sdc
export NUM_CORES = 4
export LEC_CHECK = 1
export CORE_UTILIZATION = 40
==> flow/constraint.sdc <==
current_design ds18b20_seg7

set clk_period 2.5
set clk_io_pct 0.2

create_clock -name clk0 -period $clk_period [get_ports {CLOCK_50}]

set non_clock_inputs [all_inputs -no_clocks]
set_input_delay [expr $clk_period * $clk_io_pct] -clock clk0 $non_clock_inputs
set_output_delay [expr $clk_period * $clk_io_pct] -clock clk0 [all_outputs]
==> changes_impl.md <==
### Changed

- Status: finished, final reports clean
- Post-Synthesis Cells: 585
- Placed insts: 745
- Clock slew at reported path FFs: 50 ps
- #FFs+latches synth: 95
- Power Density: 212 nW/um2
- Area leader, netlist: dfxtp_1
- Clock buffer depth: 2
- VDD IR-drop max: around 210 uV
- Post-synth EDFFs: 16
- Post-placement worst setup slack: 411 ps
- Fin crit period: 2130 ps
- M1 wire length: 5.09 mm
- Final std cells w/o fill: 753
- Post-route DRC: 0
- Vias per inst: 5.30
- Crit path capture type: flip-flop
- Top cells by count: nand2_1 (67), dfxtp_1 (49), nor2_1 (47)
- Die width: 117 um
- Routed wl met3: ~270 um
- Placer Congestion: 0.859
- Yosys top cell by instances: nand2_1
- Fin area: approximately 5700 um2
- Overall Global Routing Usage: between 15 and 20%
- RSZ-0062 raised after global routing: no
- Cycle use final: 85.4%
- Fin. Hold Viols: 0
- Cell Chain, Critical Path: nor2b_1 -> a22oi_1 -> inv_1 -> ha_1 -> mux2_2 -> a21o_1
- Synth-to-layout area growth: 7.35%
- Num CTS Buffers: 5
- Syn Std Cell Area: 5310 um2
- Netlist cell types: 73
- First-pass GRT wire length: approximately 17 mm
- Hold Slack: ~430 ps
- 1st-iter DRT viols: 238
- Worst Path Max Fanout: 8
- Top FF cell, synth: dfxtp_1
- Grt ovf: 0
- Slew Limit Fails: 0
- CTS tree: done
- Fraction of layout cells with a size suffix above 1: 4.13%
- Via Count: 3993
- Final setup vio count: 0
- Worst EP required: roughly 2700 ps
- Worst setup SP type: flip-flop
- Final WL: 9.73 mm
- Post-CTS Setup Inserts: 0
- Count of unclocked register or latch pins: 59
- Number of unconstrained endpoints: ~74
- Core Region: 12800 um2
- CTS root buffer: clkbuf_16
- Max-slew headroom: 46.4%
- Routed Antenna Nets: 0
- Mean Syn Cell Area: 9.08 um2
- Largest net degree at the start of global routing: 60
- H-tree levels: 2
- Crit-path max cell delay: 600 ps
- Top area cell types: dfxtp_1 (18%), dfrtp_1 (14%), edfxtp_1 (9.0%)
- Initial DRT Pass Iterations: 4
- Crit path buf inv count: 1
- OpenROAD warning count: 42
- CP arrival: about 2300 ps
- Final clock skew: between 1.5 and 2 ps
- Cts hold-fix bufs: 0
- Fp util: about two fifths
- DIE AREA: 13700 um2
- Tightest Hold Check Type: flip-flop to flip-flop
- Yosys Instances: roughly 590
- Worst-Margin Slew: 797 ps
- DR WL/cell: around 13 um
- Synthesis Warnings: 8
- Total of max-cap violations: 0
- Peak Freq: 468 MHz
- Ant. Diodes: 0
- Post-synthesis sequential area ratio: 41.7%
- Buffers on Ports: 13
- Vias in the first global route: 3671
- Final worst slack: 365 ps
- Top cell area share: between 10% and 20%
- Die height: 117 um
- # rows: between 40 and 50
- CP max-delay cell: a22oi_1
- Latency at later pin: 270 ps
- CTS resizes: 0
- Critical path type: flip-flop to flip-flop
- Fraction of registers with async set/reset: 31.6%
- Cell area after placement: between 5000 and 6000 um2
- Yosys chip area: between 5000 and 6000 um2
- Setup tns final: 0 ps
- Max layer used: met4
- Leakage: 0.00224 uW
- Metal2 WL: 4.29 mm
- IO Pins: 15
- Top cell family by delay on the critical path: AND-OR/OR-AND gates
- Initial antenna violation count: 0
- Post-DP HPWL: 7.15 mm
cells by family (layout without fill, tap and decap cells):
| logic type | Yosys count | after routing | synth area share (%) |
|---|---|---|---|
| multiplexers | 7 | 7 | 1.34 |
| buffers and inverters | 61 | 56 | 4.85 |
| AND/OR/NAND/NOR | 238 | 238 | 23.1 |
| XOR/XNOR | 38 | 38 | 6.27 |
| flip-flops | 95 | 95 | 41.7 |
| other | 1 | 2 | 0.0706 |
| AND-OR/OR-AND | 112 | 112 | 14.7 |
| adder cells (fa/ha/maj) | 33 | 33 | 8.06 |
report_power, final:
part / total (uW) / switching (uW) / leakage, uW / internal (uW)
sequential: 577 / 0 / 0.000911 / 577
combinational: 15.3 / 12.1 / 0.00125 / 3.12
clock: 617 / 220 / 0.0000744 / 397
total: 1210 / 232 / 0.00224 / 977
path summary, 6_finish.rpt:
path	from	endpoint	slack, ps	depth (start not counted)
worst max register to register	seg7_u0.cnt[15]	SEG7_SEG[3]	370	6
worst min-delay path	seg7_u0.cnt[0]	seg7_u0.cnt[0]	430	1
min in group asynchronous	Q_KEY	ds18b20_u0.cnt[2]	510	1
worst max-delay path	seg7_u0.cnt[15]	SEG7_SEG[3]	370	6
max in group asynchronous	Q_KEY	ds18b20_u0.cnt[3]	1730	1
worst min register to register	seg7_u0.cnt[0]	seg7_u0.cnt[0]	430	1
cell type report:
cell class | instances | area, um2
multi-input cells | 430 | 2840
fillers | 1189 | 7070
repair buffers | 18 | 168
clock buffers | 7 | 143
inverters | 30 | 113
flip-flops and latches | 95 | 2210
clock inverters | 1 | 6.26
well taps | 172 | 215
cells in the final DEF, fill, tap and decap left out, drive strengths merged, types with 11 or more instances in the layout:
cell type and n:
nand2 67, dfxtp 49, nor2 47, ha 31, inv 31, dfrtp 29, nand3 27, o21ai 23
a21oi 21, xnor2 19, xor2 19, edfxtp 16, clkdlybuf4s50 13, nor4 12, nand4 11, nor2b 11
state kept, by name, summed over array words and instances, names as in the netlist:
signal                      flops
seg7_u0.SEG                     1
ds18b20_u0.bit_valid            4
ds18b20_u0.clk_1us              1
ds18b20_u0.temperature_buf     11
seg7_u0.cnt                    17
ds18b20_u0.cnt                  6
seg7_u0.SEG_S                   4
SEG7_SEG                        7
ds18b20_u0.cnt_1us_clear        1
ds18b20_u0.step                 6
ds18b20_u0.state               17
ds18b20_u0.cnt_1us             20
routing by layer:
metal / vias up / global-route usage (%)
met5: - / 0
met4: 0 / 1.69
met3: 12 / 1.52
met2: 57 / 24.4
met1: 1862 / 25.5
li1: 2062 / -
stage by stage:
stage | util (%) | total power [uW]
after floorplan | - | 593
after global placement | 43.5 | 605
after detailed placement | 43.5 | 605
after CTS | 44.6 | 1220
after global routing | 44.6 | 1250
final | 44.6 | 1210
Power is estimated from default activity; no workload was simulated.
